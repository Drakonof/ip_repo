===== ./config.mk =====
export PLATFORM = sky130hd
export DESIGN_NAME = simple_dual_port_ram
export DESIGN_NICKNAME = simple_dual_port_ram
export VERILOG_FILES = /design/flow/design.v
export SDC_FILE = /design/flow/constraint.sdc
export NUM_CORES = 4
export LEC_CHECK = 1
export CORE_UTILIZATION = 50

===== ./constraint.sdc =====
current_design simple_dual_port_ram

set clk_period 9.9
set clk_io_pct 0.2

create_clock -name clk0 -period $clk_period [get_ports {rd_clk_i}]
create_clock -name clk1 -period $clk_period [get_ports {wr_clk_i}]

set non_clock_inputs [all_inputs -no_clocks]
set_input_delay [expr $clk_period * $clk_io_pct] -clock clk0 $non_clock_inputs
set_output_delay [expr $clk_period * $clk_io_pct] -clock clk0 [all_outputs]

===== ./design.v =====
interface udp_gen_inf #
(
  parameter unsigned DATA_WIDTH = 64
);
  logic [DATA_WIDTH - 1 : 0] data;
  logic                      data_valid;      
  logic                      frame_end;
endinterface
`timescale 1ns / 1ps
module simple_dual_port_ram #
(
  parameter unsigned DATA_WIDTH     = 8,
  parameter unsigned ADDR_WIDTH     = 8,
  parameter          IS_OUT_LATENCY = "false",   
  parameter          INIT_FILE      = "", 
  localparam unsigned BYTE_VALID_WIDTH = DATA_WIDTH / 8,
  localparam unsigned MEM_DEPTH        = 2 ** ADDR_WIDTH
)
(
  input  logic                            wr_clk_i,
  input  logic                            wr_en_i,
  input  logic [DATA_WIDTH - 1 : 0]       wr_data_i,
  input  logic [BYTE_VALID_WIDTH - 1 : 0] wr_byte_valid_i,
  input  logic [ADDR_WIDTH - 1 : 0]       wr_addr_i,
  input  logic                            rd_clk_i,
  input  logic                            rd_en_i,
  output logic [DATA_WIDTH - 1 : 0]       rd_data_o,
  input  logic [ADDR_WIDTH - 1 : 0]       rd_addr_i
);
  logic [DATA_WIDTH - 1 : 0] mem           [0 : MEM_DEPTH - 1];
  logic [DATA_WIDTH - 1 : 0] rd_data;
  initial 
    begin
      if (INIT_FILE != "")
        begin
          $display("loading ram");
          $readmemh(INIT_FILE, mem);
        end
    end
  always_ff @(posedge wr_clk_i) 
    begin  
      if (wr_en_i == 1'h1) 
        begin 
          for (int i = 0; i < BYTE_VALID_WIDTH; i++) 
            begin
              if (wr_byte_valid_i[i] == 1'h1) 
                begin
                  mem[wr_addr_i][(i * 8) +: 8] <= wr_data_i[(i * 8) +: 8];
                end
            end
        end
    end
  always_ff @(posedge rd_clk_i) 
    begin  
      if (rd_en_i == 1'h1) 
        begin 
          rd_data <= mem[rd_addr_i];
        end
    end
  generate 
    if (IS_OUT_LATENCY == "true") 
      begin
        always_ff @(posedge rd_clk_i) 
          begin  
            if (rd_en_i == 1'h1) 
              begin 
                rd_data_o <= rd_data;
              end
          end
      end
    else 
      begin
        always_comb
          begin
            rd_data_o       = rd_data;
          end
      end
  endgenerate
endmodule

===== ./run.sh =====
#!/bin/bash
# OpenROAD 26Q1-2900-gdf79404cd8, Yosys 0.63+post, stock flow scripts
make -C /OpenROAD-flow-scripts/flow DESIGN_CONFIG=/design/flow/config.mk WORK_HOME=/design/flow/orfs finish

==> results.toml <==
# yosys + openroad results
[cts]
post-cts-setup-buffers = 0
clock-sinks = 2056
cts_tree = "built"
cts_resized = 0
clk_pin_slew_ns = 0.06
ctsHoldBuffers = 0

[floorplan]
die_h_um = 402
fp-row-count = 146
io_pins = 37
fp_util_pct = 50.4
die_area_sq_um = 161000
core_area_sq_um = 159000
dieWidth_um = 402

[global_routing]
grt_pass1_wl_mm = 285
grt_pass1_vias = 41400
antenna_found_initial = 6
grt_overflow = 0
grt_max_degree = 118
grt_util_all_layers_pct = 28.0

[cells_and_area]
syn2layout_area_growth_pct = 11.5
drive_above_1_share_pct = 21.4
fillers = 11600
stdcell_area_sq_um = 89200

[placement]
port_buffers = 35
globalplace.congestion = 0.930
dp_hpwl_mm = 120
placed_cell_area_sq_um = 82700

[logic_synthesis]
yosys-stat-area_sq_um = 79900
ys_ff = 2056
synth_seq_share_pct = 77.2
yosys-stat-cells = 3762
top_cell = "edfxtp_1"
top_area_cell = "edfxtp_1"
ys_async_sr_fraction_pct = 0
yosysTopAreaCellShare_pct = 77.2
synthesis.area_sq_um = 79900
ys.flop_type = "edfxtp_1"
ys_warn_count = 1
area_leaders = "edfxtp_1 77%, mux4_2 11%, mux2i_1 1.9%, mux4_1 1.5%, nor2_1 1.3%"
synthDistinctLibCells = 63
synth-edff-count = 2056
common_cells = "2056 x edfxtp_1, 397 x mux4_2, 287 x nor2_1"
synth_cells = 3762
syn_avg_cell_area_sq_um = 21.3

[setup_path]
arrival_ns = 6.20
endpoint_kind = "flip-flop"
path_class = "primary input to flip-flop"
worstReg2RegStart = "mem[156][0]$_DFFE_PP_"
worstPathRequired_ns = 9.86
rrSetupSlack_ns = 6.31
critical_path.max_fanout = 52
r2r_cells = 6
r2r_end = "rd_data[0]$_DFFE_PP_"
cp-start-kind = "primary input"

[min_path]
hold_class = "primary input to flip-flop"
whs_endpoint = "mem[111][3]$_DFFE_PP_"
hold_start = "wr_data_i[3]"
holdPathStages = 1

[run_status]
status = "finished clean"

[detailed_routing]
drtPass1Iterations = 8
vias = 38100
wl_per_cell_um = 31.7
drt_wl_total_mm = 196
drtAntennaViolNets = 0
drt_iter0_drc = 2314
route.detailed.drc = 0
avgViaCountPerCell = 6.17

[final_timing]
finalHoldViolations = 0
setup_viol = 0
tightest_slew_ns = 1.35
maxSlewHeadroom_pct = 9.42
drv_slew = 0
setup_tns_ns = 0
grt_setup_unrepaired = "false"

[flow_run]
warnings = 30
maxCapViolations = 0

[pwr]
pwr_density_cell_nw_per_um2 = 201
vdd_drop_max_v = 0.000197
leakage_nw = 27.7
-- critical path: stages --
cell,delay (ns)
buf_8,0.47
buf_4,0.69
buf_4,0.59
mux4_1,0.64
a22oi_1,0.19
a21oi_1,0.17
nor4_1,1.13
buf_4,0.25
nor4_1,0.05
-- layer usage --
| metal | share of wire (%) | GRT usage (%) |
|---|---|---|
| met5 | 0.21 | 1.64 |
| met4 | 3.2 | 6.78 |
| met3 | 16 | 20.1 |
| met2 | 47 | 39.3 |
| met1 | 33 | 38.6 |
-- cell usage in the layout, fill, tap and decap left out, types with 23 or more instances in the layout --
| cell type | count |
|---|---|
| mux2i_1 | 153 |
| o22ai_1 | 42 |
| a21oi_1 | 85 |
| nor2_1 | 285 |
| edfxtp_1 | 2056 |
| mux4_1 | 45 |
| clkbuf_16 | 210 |
| o221ai_1 | 42 |
| a22oi_1 | 135 |
| nor4_1 | 23 |
| clkinv_1 | 48 |
| nand3_1 | 28 |
| nand2_1 | 49 |
| clkbuf_1 | 47 |
| clkinv_2 | 44 |
| buf_4 | 160 |
| mux4_2 | 397 |
-- where the power goes --
group,internal [mW],switching [mW]
clock network,4.25,3.20
logic,0.281,0.548
registers,9.59,0.0138
-- cell type report --
class / count / area [sq um] / share of cell area (%)
flip-flops and latches: 2056 / 61700 / 69.2
repair buffers: 199 / 1670 / 1.87
multi-input cells: 1470 / 16700 / 18.7
clock buffers: 257 / 5430 / 6.09
well taps: 2072 / 2590 / 2.91
diodes: 2 / 5.00 / 0.00561
clock inverters: 124 / 1060 / 1.18
inverters: 2 / 7.51 / 0.00842
-- kinds of logic (layout without fill, tap and decap cells) --
kind of cell | count (synthesis) | in the layout | share of synthesized area [%]
AND-OR/OR-AND | 397 | 397 | 3.55
buffers and inverters | 236 | 582 | 1.98
flip-flops | 2056 | 2056 | 77.2
multiplexers | 595 | 595 | 14.6
other | 0 | 2 | 0
AND/OR/NAND/NOR | 478 | 478 | 2.66
-- worst max-delay path by stage --
stage,from,to,slack (ns),depth (start not counted)
after CTS,rd_addr_i[0],rd_data[7]$_DFFE_PP_,3.66,8
after global routing,rd_addr_i[0],rd_data[0]$_DFFE_PP_,3.36,9
final,rd_addr_i[0],rd_data[0]$_DFFE_PP_,3.66,9
-- through the flow --
stage / std cells / hold slack, ns / setup slack [ns] / power (mW) / utilization, %
6_report: 6182 / 1.53 / 3.66 / 17.9 / 56.2
5_1_grt: 6181 / 1.50 / 3.36 / 18.4 / 56.2
4_1_cts: 6180 / 1.47 / 3.66 / 18.0 / 56.2
3_5_place_dp: 5799 / 1.07 / 3.42 / 10.6 / 52.1
3_3_place_gp: 5799 / 1.02 / 3.42 / 10.6 / 52.1
2_1_floorplan: 3762 / 0.910 / 5.85 / 10.2 / -
-- state kept, by name, indices dropped and copies added (netlist names) --
signal / flops
rd_data: 8
mem: 2048
Power is estimated from default activity; no workload was simulated.
