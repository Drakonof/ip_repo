==> flow/design.v <==
interface udp_gen_inf #
(
  parameter unsigned DATA_WIDTH = 64
);
  logic [DATA_WIDTH - 1 : 0] data;
  logic                      data_valid;      
  logic                      frame_end;
endinterface
`timescale 1ps/1ps
module udp_gen #
(
  parameter unsigned DATA_WIDTH = 64,
  parameter unsigned ADDR_WIDTH = 8
)
(
  input  logic                      clk_i,
  input  logic                      s_rst_n_i,
  input  logic                      en_i,
  output logic [DATA_WIDTH - 1 : 0] data_o,    
  output logic                      data_valid_o,
  output logic                      frame_end_o,
  input  logic [DATA_WIDTH - 1 : 0] mem_data_i,
  output logic [ADDR_WIDTH - 1 : 0] mem_addr_o
); 
  localparam unsigned                     FMS_STATE_NR        = 5;
  localparam unsigned                     FMS_STATE_WIDTH     = $clog2(FMS_STATE_NR);
  localparam unsigned                     GAP_COUNTER_MAX_VAL = 'd12;
  localparam unsigned                     GAP_COUNTER_WIDTH   = $clog2(GAP_COUNTER_MAX_VAL);
  typedef enum logic [FMS_STATE_WIDTH - 1 : 0] {
    IDLE_STATE,
    SIZE_STATE,
    DATA_STATE,
    LAST_DATA_STATE,
    GAP_STATE
  } fsm_state_t;
  fsm_state_t fsm_state;
  fsm_state_t next_fsm_state;
  logic [ADDR_WIDTH - 1 : 0] mem_addr;
  logic [ADDR_WIDTH - 1 : 0] frame_size;
  logic [GAP_COUNTER_WIDTH - 1 : 0] gap_counter;
  always_ff @(posedge clk_i)
    begin
      if (s_rst_n_i == '0)
        begin
          frame_size <= '0;
        end
      else if ((fsm_state == IDLE_STATE) && (en_i == 'h1))
        begin
          frame_size <= mem_data_i[ADDR_WIDTH - 1 : 0];
        end
    end
  always_ff @(posedge clk_i)
    begin
      if (s_rst_n_i == '0)
        begin
          mem_addr <= '0;
        end
      else if (gap_counter == (GAP_COUNTER_MAX_VAL - 'h2))  
        begin
          mem_addr <= '0;
        end
      else if (en_i == 'h1)
        begin
          mem_addr <= mem_addr + 'h1;
        end
    end
  always_ff @(posedge clk_i)
    begin
      if (s_rst_n_i == '0)
        begin
          gap_counter <= '0;
        end
      else if (gap_counter == (GAP_COUNTER_MAX_VAL - 'h1))
        begin
          gap_counter <= '0;
        end
      else if (fsm_state == GAP_STATE)
        begin
          gap_counter <= gap_counter + 'h1;
        end
    end
  always_ff @(posedge clk_i)
    begin
      if (s_rst_n_i == '0)
        begin
          fsm_state <= IDLE_STATE;
        end
      else
        begin
          fsm_state <= next_fsm_state;
        end
    end
  always_comb
    begin
      next_fsm_state = fsm_state;
      case (fsm_state)
      IDLE_STATE:
        begin
          if (en_i == 'h1)
            begin
              next_fsm_state = SIZE_STATE;
            end
        end
      SIZE_STATE:
        begin
          if (en_i == 'h1)
            begin
              next_fsm_state = DATA_STATE;
            end
        end
      DATA_STATE:
        begin
          if ((en_i == 'h1) && (mem_addr == frame_size))
            begin
              next_fsm_state = LAST_DATA_STATE;
            end
        end
      LAST_DATA_STATE:
        begin
          if (en_i == 'h1)
            begin
              next_fsm_state = GAP_STATE;
            end
        end
      GAP_STATE:
        begin
          if (gap_counter == (GAP_COUNTER_MAX_VAL - 'h1))
            begin
              if (en_i == 'h1)
                begin
                  next_fsm_state = SIZE_STATE;
                end
              else
                begin
                  next_fsm_state = IDLE_STATE;
                end
            end
        end
      default:
        begin
          next_fsm_state = IDLE_STATE;
        end
      endcase
    end
  always_comb
    begin
      case (fsm_state)
      IDLE_STATE:
        begin
          data_valid_o = '0;
          frame_end_o  = '0;
          data_o       = '0;
          mem_addr_o   = '0;
          if (en_i == 'h1)
            begin
              mem_addr_o  = mem_addr;
            end
        end
      SIZE_STATE:
        begin
          data_valid_o = '0;
          frame_end_o  = '0;
          mem_addr_o   = mem_addr;
          data_o       = '0;
        end
      DATA_STATE:
        begin
          data_valid_o = 'h1;
          frame_end_o  = '0;
          mem_addr_o   = mem_addr;
          data_o       = mem_data_i;
        end
      LAST_DATA_STATE:
        begin
          data_valid_o = 'h1;
          frame_end_o  = 'h1;
          mem_addr_o   = '0;
          data_o       = mem_data_i;
        end
      GAP_STATE:
        begin
          data_valid_o = '0;
          frame_end_o  = '0;
          mem_addr_o   = '0;
          data_o       = '0;
        end
      default:
        begin
          data_valid_o = '0;
          frame_end_o  = '0;
          mem_addr_o   = '0;
          data_o       = '0;
        end
      endcase
    end
endmodule
==> flow/run.sh <==
#!/bin/bash
# OpenROAD 26Q1-2900-gdf79404cd8, Yosys 0.63+post, stock flow scripts
make -C /OpenROAD-flow-scripts/flow DESIGN_CONFIG=/design/flow/config.mk WORK_HOME=/design/flow/orfs finish
==> flow/config.mk <==
export PLATFORM = sky130hd
export DESIGN_NAME = udp_gen
export DESIGN_NICKNAME = udp_gen
export VERILOG_FILES = /design/flow/design.v
export SDC_FILE = /design/flow/constraint.sdc
export NUM_CORES = 4
export LEC_CHECK = 1
export CORE_AREA = 10 10 103 103
export DIE_AREA = 0 0 113 113
==> flow/constraint.sdc <==
current_design udp_gen

set clk_period 4.6
set clk_io_pct 0.2

create_clock -name clk0 -period $clk_period [get_ports {clk_i}]

set non_clock_inputs [all_inputs -no_clocks]
set_input_delay [expr $clk_period * $clk_io_pct] -clock clk0 $non_clock_inputs
set_output_delay [expr $clk_period * $clk_io_pct] -clock clk0 [all_outputs]
==> run summary <==
Notes on the physical implementation.

- The run finished with clean final reports.
- The sequential fraction of the synthesis area is 0.313, for reference.
- The commonest cells after synthesis are 73 x sky130_fd_sc_hd__nor2b_1, 25 x sky130_fd_sc_hd__dfxtp_1, 20 x sky130_fd_sc_hd__nand2_1, 15 x sky130_fd_sc_hd__nor2_1.
- The design draws around 540 uW.
- The wire length of the first global-routing pass is between 10 and 15 mm, for reference.
- Per the synth stats, the flop cell with the highest instance count is sky130_fd_sc_hd__dfxtp_1.
- The number of top-level pins is 141, for reference.
- The analysis attributes to cell leakage a power of about 1.1 nW.
- Per the post-synthesis stats, the area per cell is 7.76 um^2.
- Looking at the hold checks, the worst path lands on frame_size[6].
- The origin of the worst min-delay path is frame_size[6], for reference.
- In the final layout, the share of cells above drive strength 1 is 0.0265.
- The post-synthesis cell type count is 25, for reference.
- The number of sinks handled by clock tree synthesis is 25, for reference.
- Yosys mapped a number of flops with a built-in enable equal to 0.
- The finished layout reports a core utilization of 0.379.
- Of the total power, combinational logic draws 0.326.
- The post-synth register bit count is 25.
- For this configuration, the core starts out at a cell density of 0.193.
- Logic depth along the worst register-to-register path is recorded as 4.
- The most common cell in the netlist is sky130_fd_sc_hd__nor2b_1, for reference.
- The required time at the worst endpoint is listed as between 3 and 4 ns.
- The power report attributes to the clock group a share of 0.237.
- The horizontal extent of the die is ~110 um, for reference.
- Per the detail_route report, DRC violations left total 0.
- The analysis attributes to net switching a power of 130 uW.
- According to the floorplan report, the total die area is ~13000 um^2.
- After clock tree synthesis, the clock-pin slew on the worst setup and hold paths is ~0.09 ns.
- The area fraction of the largest cell type after synthesis is 0.313.
- Across all checked pins, the minimum headroom to the slew limit is 0.576.
- For this run, the total global-route usage over all layers was measured as 0.0959.
- The first routing iteration left 97 violations.
- The post-detailed-routing wire length is 6.56 mm, for reference.
- The data arrival time of the critical path is between 2 and 3 ns, for reference.
- Antenna repair during routing inserted a diode count of 0.
- Of the available clock period, the critical path in the final layout requires 0.767.
- The core region is roughly 8300 um^2.
- The end of the worst register-to-register path is fsm_state[2], for reference.
- The HPWL after detailed placement is 5.48 mm, for reference.
- The post-CTS setup repair buffer count is 0, for reference.
- The via count of the first global-routing pass came to 1788.
- The number of vias per cell is slightly below 4, for reference.
- The startpoint of the worst setup timing path is en_i, for reference.
- The initial antenna violation count came to 0.
- The sequential group share of total power is 0.438, for reference.
- The CTS tree is done, for reference.
- Entering global routing, the biggest net connects between 60 and 70 pins.
- The maximum achievable frequency is 283 MHz, for reference.
- The net switching share of the total power is 0.242, for reference.
- The number of buffers on the longest clock path is 2, for reference.
- The routed layout has approximately 1700 vias.
- Setup repair after global routing left no endpoint under its margin.
- The smallest clock period supported by the final layout is computed as 3.53 ns.
- The peak supply drop is between 0.1 and 0.15 mV, for reference.
- The final hold violation count is 0, for reference.
- Synthesis produced a netlist whose cell count is a little over 200.
- Input and output buffers added on the ports amount to about 140.
- The tally of nets with antenna violations remaining after routing is 0, for reference.
- STA reports a reg2reg setup slack of 3.31 ns.
- For reference, the final report shows the max-slew violation count at 0.
- The yosys stat chip area is approximately 1600 um^2, for reference.
- The sum of overflow across all layers after global routing is 0, for reference.
- The async set-or-reset flop fraction in the synthesized netlist is 0, for reference.
- The startpoint class of the critical path is a primary input, for reference.
- Counting the warning lines in the Yosys log gives 1.
- The number of cells on the worst hold path is listed as 2.
- Per the synthesis report, the dominant area consumer among library cells is sky130_fd_sc_hd__dfxtp_1.
- The most critical min-delay path falls under reg -> reg.
- In this run the critical register-to-register path is launched from mem_addr[4].
- Per the CTS log, the root buffer master is sky130_fd_sc_hd__clkbuf_8.
- The main area contributors are sky130_fd_sc_hd__dfxtp_1 31%, sky130_fd_sc_hd__nor2b_1 29%, sky130_fd_sc_hd__xnor2_1 7.1%.
- The number of gates resized after CTS is 0, for reference.
- Dividing total power by cell area gives a power density of ~170 nW/um^2.
- The sort of element at the end of the critical path is an output port, for reference.
- In this run the core area contains 33 standard-cell rows.
- The critical path class is in -> out, for reference.
- The first TritonRoute pass finished after 4 iterations.
- The layout overhead on the synthesized area is 96.6%, for reference.
- The clock buffer count from CTS is 3, for reference.
- The height of the die is between 100 and 150 um, for reference.
- The worst-case clock skew is around 0.0037 ns, for reference.
- The sum of negative setup slack is 0 ns, for reference.
- The top fanout value on the critical path is 24, for reference.
- The clock insertion delay at the later pin of the skew report is ~0.26 ns, for reference.
- Per the finish-stage timing summary, setup violations number 0.
- The hold buffer count at CTS is 0, for reference.
- The number of max-cap violations is 0, for reference.
- The wire length per cell after detailed routing is roughly 15 um, for reference.
- The total number of H-tree levels is 1, for reference.
- Internal power comes to 407 uW.
- RePlAce ended its routability-driven mode at a weighted congestion of 0.849.
- The slew at the pin closest to its max-slew limit is between 0.6 and 0.7 ns, for reference.
- Across all stage logs, warnings added up to 26.
- Yosys stat counts 206 cells in the synthesized netlist.
- The mapped cell area is between 1500 and 2000 um^2, for reference.
==> area by class of cell <==
cell class / count / area [um^2]
timing repair buffer: 142 / 1420
multi-input combinational: 167 / 1040
clock buffer: 3 / 41.3
fill: 824 / 5150
sequential: 25 / 500
clock inverter: 1 / 5.00
tap: 105 / 131
inverter: 2 / 7.51
==> through the flow <==
step | hold WS, ns | area (um^2) | cells | setup WS [ns]
2_1_floorplan | 0.445 | 1600 | 206 | 2.36
3_3_place_gp | 0.473 | 3100 | 441 | 1.07
3_5_place_dp | 0.478 | 3100 | 441 | 1.05
4_1_cts | 0.491 | 3140 | 445 | 1.05
5_1_grt | 0.517 | 3140 | 445 | 0.909
6_report | 0.486 | 3140 | 445 | 1.07
==> power groups by stage <==
| stage | clock network, mW | logic (mW) | registers, mW |
|---|---|---|---|
| global route | 0.140 | 0.192 | 0.236 |
| CTS | 0.131 | 0.179 | 0.235 |
| finish | 0.127 | 0.175 | 0.235 |
==> worst max-delay path: stages <==
cell and delay [ns]:
sky130_fd_sc_hd__clkdlybuf4s50_1 0.39, sky130_fd_sc_hd__buf_4 0.21, sky130_fd_sc_hd__a211oi_2 0.54, sky130_fd_sc_hd__nor2b_1 0.11
sky130_fd_sc_hd__clkdlybuf4s50_1 0.43
==> sequential cells by signal, summed over array words and instances (netlist names) <==
signal	cells
frame_size	8
fsm_state	5
gap_counter	4
mem_addr	8
==> placed cells by master (no fill, tap or decap), drive strengths merged <==
cell / netlist / routed
a31oi: 1 / 1
xnor2: 13 / 13
dfxtp: 25 / 25
inv: 2 / 2
a21boi: 8 / 8
nand3: 13 / 13
nor2b: 73 / 73
mux2i: 1 / 1
nor3: 2 / 2
o21bai: 1 / 1
buf: 9 / 2
nor4b: 1 / 1
a21oi: 1 / 1
ha: 3 / 3
o21ai: 1 / 1
clkbuf: 3 / 3
o211a: 1 / 1
xor2: 5 / 5
nand4: 5 / 5
nor2: 15 / 15
a211oi: 2 / 2
clkinv: 0 / 1
nor3b: 1 / 1
nand2: 20 / 20
clkdlybuf4s50: 0 / 140
==> layer usage <==
| metal | vias up | wire length, um | global-route usage |
|---|---|---|---|
| met5 | - | 0 | 0 |
| met4 | 0 | 39 | 0.00592 |
| met3 | 4 | 468 | 0.0326 |
| met2 | 55 | 3220 | 0.162 |
| met1 | 741 | 2840 | 0.121 |
| li1 | 926 | - | - |
==> kinds of logic after synthesis <==
family,count (synthesis),synth area share
AND-OR/OR-AND,15,0.0712
XOR/XNOR,18,0.0986
adder cells (fa/ha/maj),3,0.0235
buffers and inverters,14,0.0399
flip-flops,25,0.313
multiplexers,1,0.00626
AND/OR/NAND/NOR,130,0.448
==> worst max-delay path by stage <==
stage / to / cells after the start
final: mem_addr_o[5] / 5
after global routing: mem_addr_o[7] / 5
after CTS: mem_addr_o[5] / 5
Power figures rest on the tool's default switching activity, not on a simulated workload.
