==> /design/flow/design.v <==
interface udp_gen_inf #
(
  parameter unsigned DATA_WIDTH = 64
);
  logic [DATA_WIDTH - 1 : 0] data;
  logic                      data_valid;      
  logic                      frame_end;
endinterface
`timescale 1 ns / 1 ps
module udp_filter #
(
  localparam unsigned DATA_WIDTH = 64,
  localparam unsigned IPV4_ADDR_WIDTH = 32
)
(
  input  logic                           clk_i,
  input  logic                           s_rst_n_i,
  input  logic                           en_i,
  input  logic [IPV4_ADDR_WIDTH - 1 : 0] ipv4_addr_i,
  input  logic [DATA_WIDTH - 1 : 0]      frame_data_i,
  input  logic                           frame_data_valid_i,
  input  logic                           frame_last_i,
  output logic                           frame_valid_o,
  output logic                           fifo_wr_en_o,
  output logic [DATA_WIDTH - 1 : 0]      fifo_data_o,
  input  logic                           fifo_almost_empty_i,
  input  logic                           fifo_empty_i,
  output logic                           fifo_rst_n_o
);
  localparam unsigned                  FMS_STATE_NR    = 9;
  localparam unsigned                  FMS_STATE_WIDTH = $clog2(FMS_STATE_NR);
  localparam unsigned                  ETHERTYPE_WIDTH = 16;
  localparam [ETHERTYPE_WIDTH - 1 : 0] ETHERTYPE       = 'h0800;
  localparam unsigned                  VERSION_WIDTH   = 4;
  localparam [VERSION_WIDTH - 1 : 0]   VERSION         = 'h4;
  localparam unsigned                  PROTOCOL_WIDTH  = 8;
  localparam [PROTOCOL_WIDTH - 1 : 0]  PROTOCOL        = 'h11;
  typedef enum logic [FMS_STATE_WIDTH - 1 : 0] {
    IDLE_STATE,  
    MAC_STATE,
    ETHERTYPE_VERSION_STATE,
    PROTOCOL_STATE,
    DEST_IPV4_1_STATE,
    WRONG_FRAME_STATE,
    LAST_STATE,
    FIFO_FINISH_0_STATE,
    FIFO_FINISH_1_STATE
  } fsm_state_t;
  fsm_state_t fsm_state;
  fsm_state_t next_fsm_state;
  logic [IPV4_ADDR_WIDTH - 1 : 0]       ipv4_addr;
  logic                                 wrong_frame;
  always_ff @(posedge clk_i)
    begin
      if (s_rst_n_i == '0)
        begin
          ipv4_addr <= '0;
        end
      else if (fsm_state == IDLE_STATE)
        begin
          ipv4_addr <= ipv4_addr_i;
        end
    end
  always_ff @(posedge clk_i)
    begin
      if (s_rst_n_i == '0)
        begin
          wrong_frame <= '0;
        end
      else if (fsm_state == IDLE_STATE)
        begin
          wrong_frame <= '0;
        end
      else if (fsm_state == WRONG_FRAME_STATE)
        begin
          wrong_frame <= 'h1;
        end
    end
  always_ff @(posedge clk_i)
    begin
      if (s_rst_n_i == '0)
        begin
          fsm_state <= IDLE_STATE;
        end
      else
        begin
          fsm_state <= next_fsm_state;
        end
    end
  always_comb
    begin
      next_fsm_state = fsm_state;
      case (fsm_state)
      IDLE_STATE:
        begin
          if (en_i == 'h1)
            begin
              next_fsm_state = MAC_STATE;
            end
        end
      MAC_STATE:
        begin
          if (frame_data_valid_i == 'h1)
            begin
              next_fsm_state = ETHERTYPE_VERSION_STATE;
            end
        end
      ETHERTYPE_VERSION_STATE:
        begin
          if (frame_data_valid_i == 'h1)
            begin
              if ((frame_data_i[55 : 52] == VERSION) &&
                  (frame_data_i[47 : 32] == ETHERTYPE))
                begin
                  next_fsm_state = PROTOCOL_STATE;
                end
              else
                begin
                  next_fsm_state = WRONG_FRAME_STATE;
                end
            end
        end
      PROTOCOL_STATE:
        begin
          if (frame_data_valid_i == 'h1)
            begin
              if (frame_data_i[63 : 56] == PROTOCOL)
                begin
                  next_fsm_state = DEST_IPV4_1_STATE;
                end
              else
                begin
                  next_fsm_state = WRONG_FRAME_STATE;
                end
            end
        end
      DEST_IPV4_1_STATE:
        begin
          if (frame_data_valid_i == 'h1)
            begin
              if (frame_data_i[47 : 16] == ipv4_addr)
                begin
                  next_fsm_state = LAST_STATE;
                end
              else
                begin
                  next_fsm_state = WRONG_FRAME_STATE;
                end
            end
        end
      WRONG_FRAME_STATE:
        begin
          next_fsm_state = LAST_STATE;
        end
      LAST_STATE:
        begin
          if ((frame_last_i == 'h1) && (frame_data_valid_i == 'h1))
            begin
              if (wrong_frame == 'h1)
                begin
                  next_fsm_state = IDLE_STATE;
                end
              else
                begin
                  next_fsm_state = FIFO_FINISH_0_STATE;
                end
            end
        end
      FIFO_FINISH_0_STATE:
        begin
          if (fifo_almost_empty_i == 'h1)
            begin
              next_fsm_state = FIFO_FINISH_1_STATE;
            end
        end
      FIFO_FINISH_1_STATE:
        begin
          if (fifo_empty_i == 'h1)
            begin
              next_fsm_state = IDLE_STATE;
            end
        end
      default:
        begin
          next_fsm_state = IDLE_STATE;
        end
      endcase
    end
  always_comb
    begin
      case (fsm_state)
      IDLE_STATE:
        begin
          fifo_wr_en_o  = '0;
          fifo_data_o   = '0;  
          fifo_rst_n_o  = '0;
          frame_valid_o = '0;
        end
      MAC_STATE:
        begin
          fifo_wr_en_o  = frame_data_valid_i;
          fifo_data_o   = frame_data_i;
          fifo_rst_n_o  = 'h1;
          frame_valid_o = '0;
        end
      ETHERTYPE_VERSION_STATE:
        begin
          fifo_wr_en_o  = frame_data_valid_i;
          fifo_data_o   = frame_data_i;
          fifo_rst_n_o  = 'h1;
          frame_valid_o = '0;
        end
      PROTOCOL_STATE:
        begin
          fifo_wr_en_o  = frame_data_valid_i;
          fifo_data_o   = frame_data_i;
          fifo_rst_n_o  = 'h1;
          frame_valid_o = '0;
        end
      DEST_IPV4_1_STATE:
        begin
          fifo_wr_en_o  = frame_data_valid_i;
          fifo_data_o   = frame_data_i;
          fifo_rst_n_o  = 'h1;
          frame_valid_o = '0;
        end
      WRONG_FRAME_STATE:
        begin
          fifo_wr_en_o  = '0;
          fifo_data_o   = '0;
          fifo_rst_n_o  = '0;
          frame_valid_o = '0;
        end
      LAST_STATE:
        begin
          fifo_rst_n_o = 'h1;
          if (wrong_frame == 'h1)
            begin
              fifo_wr_en_o  = '0;
              fifo_data_o   = '0;
              frame_valid_o = '0;
            end
          else
            begin
              fifo_wr_en_o  = frame_data_valid_i;
              fifo_data_o   = frame_data_i;
              frame_valid_o = 'h1;
            end
        end
      FIFO_FINISH_0_STATE:
        begin
          fifo_wr_en_o  = '0;
          fifo_data_o   = '0;
          fifo_rst_n_o  = 'h1;
          frame_valid_o = 'h1;
        end
      FIFO_FINISH_1_STATE:
        begin
          fifo_wr_en_o  = '0;
          fifo_data_o   = '0;
          fifo_rst_n_o  = 'h1;
          frame_valid_o = '0;
        end
      default:
        begin
          fifo_wr_en_o  = '0;
          fifo_data_o   = '0;
          fifo_rst_n_o  = '0;
          frame_valid_o = '0;
        end
      endcase
    end
endmodule
==> /design/flow/run.sh <==
#!/bin/bash
# OpenROAD 26Q1-2900-gdf79404cd8, Yosys 0.63+post, stock flow scripts
make -C /OpenROAD-flow-scripts/flow DESIGN_CONFIG=/design/flow/config.mk WORK_HOME=/design/flow/orfs finish
==> /design/flow/config.mk <==
export PLATFORM = sky130hd
export DESIGN_NAME = udp_filter
export DESIGN_NICKNAME = udp_filter
export VERILOG_FILES = /design/flow/design.v
export SDC_FILE = /design/flow/constraint.sdc
export NUM_CORES = 4
export LEC_CHECK = 1
export CORE_UTILIZATION = 40
==> /design/flow/constraint.sdc <==
current_design udp_filter

set clk_period 2.6
set clk_io_pct 0.2

create_clock -name clk0 -period $clk_period [get_ports {clk_i}]

set non_clock_inputs [all_inputs -no_clocks]
set_input_delay [expr $clk_period * $clk_io_pct] -clock clk0 $non_clock_inputs
set_output_delay [expr $clk_period * $clk_io_pct] -clock clk0 [all_outputs]
==> flow_summary.toml <==
# synthesis and place-and-route metrics
[worst_setup_path]
path_class = "reg -> out"
cp_num_buf_inv = 2
cp_max_fo = 64
end_kind = "output port"
critPathTopFamily = "simple AND/OR/NAND/NOR gates"
slowest_stage = "clkdlybuf4s50_1"
slowest_delay_ns = 0.42
crit_path_cell_trace = "nor4_4, nand2_4, buf_12, and2_4, clkdlybuf4s50_1"
crit_path_start_kind = "flop"
worstPathRequired_ns = 2.08
worstPathArrival_ns = 1.97

[synth]
numSynthFlops = 42
ys_cells = 278
top_area_cell = "dfxtp_1"
syn-cell-area_um2 = 2555
ys_area_um2 = 2555
post-synth-top-count-cell = "and2_4"
synth_cell_types = 29
top_cells_by_count = "and2_4, dfxtp_1, nor2_1"
edf_count = 0
yosys.stat.seqShare_pct = 32.91
area_leaders = "dfxtp_1, and2_4, mux2i_1"
synthFlopType = "dfxtp_1"
async_flop_share_pct = 0
syn_inst = 278
synth_top_area_share_pct = 32.91
synth.avg_cell_area_um2 = 9.190
yosysWarnings = 1

[final_timing]
post-route-min-period_ns = 2.485
rsz0062_at_grt = "no"
totalNegativeSetupSlack_ns = 0
report.final.hold_viol_count = 0
max_slew.worst_pin.slew_ns = 0.5904
slew_headroom_pct = 60.64
fmax_ghz = 0.4024
clock_skew_ns = 0.004272
slew_violations = 0
finalCritPeriodShare_pct = 95.59
setup_viol = 0

[global_route]
grt_pass1_vias = 2208
antenna_found_initial = 0
grt_pass1_wl_mm = 10.74
overflow = 0
track_usage_pct = 21.33
grt_max_degree = 65

[floorplan]
fp.dieH_um = 81.92
die-area_um2 = 6711
rows = 28
core_util_floorplan_pct = 42.40
ios = 170
die_w_um = 81.92
fp.coreArea_um2 = 6026

[cts]
clockBufferDepth = 2
cts_root_buf = "clkbuf_8"
cts.clk_slew.worst_paths_ns = 0.08
cts.sinks = 42
postCtsSetupRepairBufs = 0
cts_tree = "yes"
clkLatencyLatePin_ns = 0.29
cts_resized = 0
cts-buffers-inserted = 5
htree_levels = 2
cts_hold_buf = 0

[routing]
wl_mm = 7.179
drt-vias-per-instance = 4.703
drc = 0
drt_iter0_markers = 49
vias = 2436
drt.antenna.violating_nets = 0
wl_per_cell_um = 13.86
drtPass1Iterations = 4
diodes = 0

[final_layout]
logic_area_um2 = 1593
final_area_um2 = 4354
flop_area_um2 = 842.1
layout-drive-gt1-share_pct = 14.45
fillers = 470
syn2layout_area_growth_pct = 70.42
final_util_pct = 72.26
instances_no_fill = 518

[placed_design]
hpwl_mm = 5.615
placed_cell_area_um2 = 4278
dpl.cell_count = 511
place.gp.congestion = 0.8181
io_buffers = 169

[job]
max_cap_violations = 0
warnings = 26

[worst_hold_path]
hold_path.class = "reg -> reg"

[pwr]
cellLeakagePower_nw = 1.758
powerDensity_nw_per_um2 = 385.5
vdd_drop_max_mv = 0.2270

[status]
status = "completed"
[kinds of logic after synthesis]
| family | synth area share [%] |
|---|---|
| flops | 32.91 |
| compound gates | 3.183 |
| xor+xnor | 10.97 |
| mux | 12.93 |
| simple gates | 35.26 |
| buf+inv | 4.750 |
[tightest hold or removal path, stage by stage (launching register included)]
cell and delay, ns:
dfxtp_1 0.32, nand2_1 0.05, o21ai_0 0.06
[cell type report]
type / count / area share (%)
inverters: 4 / 0.3448
clock buffers: 7 / 1.753
well taps: 75 / 2.155
multi-input cells: 217 / 36.58
flip-flops and latches: 42 / 19.34
repair buffers: 173 / 39.83
[metrics by stage]
step / power [mW] / hold WS [ns] / worst slack (ns)
detailed placement: 1.298 / 0.4576 / 0.3519
global placement: 1.293 / 0.4616 / 0.3718
CTS: 1.697 / 0.4692 / 0.1051
floorplan: 0.9658 / 0.4443 / 0.9637
global route: 1.765 / 0.5099 / 0.01039
finish: 1.678 / 0.4611 / 0.1147
[layer usage]
| layer | GRT usage, % | vias to the layer above | routed length (µm) | share of wire, % |
|---|---|---|---|---|
| li1 | - | 1250 | - | - |
| met1 | 29.86 | 1087 | 3072 | 43 |
| met2 | 36.20 | 95 | 3489 | 49 |
| met3 | 4.171 | 4 | 585 | 8.1 |
| met4 | 1.228 | 0 | 31 | 0.43 |
| met5 | 0 | - | 0 | 0 |
[sequential cells by signal, indices dropped and copies added, names as in the netlist]
| register | flops |
|---|---|
| ipv4_addr | 32 |
| fsm_state | 9 |
| wrong_frame | 1 |
[cell usage in the layout (no fill, tap or decap)]
cell type        netlist  final
clkdlybuf4s50_1        0    169
and2_4                48     48
dfxtp_1               42     41
nor2_1                36     36
mux2i_1               33     33
xnor2_1               32     32
and2_1                13     13
nand2_1               11     11
nand4_1                9      9
a21oi_1                5      5
nor4_1                 5      5
clkbuf_8               0      5
inv_1                  4      4
and2_2                 4      4
nor4b_1                4      4
nand3_1                3      3
buf_4                  0      3
nand2b_1               2      2
o22ai_1                2      2
nor3_1                 2      2
clkbuf_1               4      2
nor4_4                 1      1
nand2_4                1      1
a221oi_1               1      1
o21ai_0                1      1
a22oi_1                1      1
o21ai_1                1      1
a211oi_1               1      1
a41o_1                 1      1
dfxtp_2                0      1
buf_12                 0      1
[path summary, 6_finish.rpt]
check | startpoint | endpoint | slack (ns) | depth (start not counted)
min reg2reg | wrong_frame | fsm_state[0] | 0.46 | 2
max | fsm_state[2] | fifo_data_o[36] | 0.11 | 5
max reg2reg | ipv4_addr[7] | fsm_state[6] | 1.14 | 5
min | wrong_frame | fsm_state[0] | 0.46 | 2
[report_power, final]
group / leakage, nW / switching (mW) / total [mW] / internal (mW)
clock: 0.0383 / 0.214 / 0.399 / 0.185
combinational: 1.37 / 0.173 / 0.572 / 0.399
sequential: 0.346 / 0.0259 / 0.707 / 0.681
Power is estimated from default activity; no workload was simulated.
